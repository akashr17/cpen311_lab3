===== ./config.mk =====
export PLATFORM = sky130hd
export DESIGN_NAME = blockram
export DESIGN_NICKNAME = blockram
export VERILOG_FILES = /design/flow/design.v
export SDC_FILE = /design/flow/constraint.sdc
export NUM_CORES = 4
export LEC_CHECK = 1
export CORE_UTILIZATION = 40
export SYNTH_MEMORY_MAX_BITS = 65536

===== ./constraint.sdc =====
current_design blockram

set clk_period 38.2
set clk_io_pct 0.2

create_clock -name clk0 -period $clk_period [get_ports {clk}]

set non_clock_inputs [all_inputs -no_clocks]
set_input_delay [expr $clk_period * $clk_io_pct] -clock clk0 $non_clock_inputs
set_output_delay [expr $clk_period * $clk_io_pct] -clock clk0 [all_outputs]

===== ./run.sh =====
#!/bin/bash
# OpenROAD 26Q1-2900-gdf79404cd8, Yosys 0.63+post, stock flow scripts
make -C /OpenROAD-flow-scripts/flow DESIGN_CONFIG=/design/flow/config.mk WORK_HOME=/design/flow/orfs finish

===== ./design.v =====
`default_nettype none
module 
picoblaze_template
#(
parameter clk_freq_in_hz = 50000000
) (
				output reg[7:0] led,
				output wire [1:0] blink_led,
				input clk,
				input [7:0] input_data,
				input external_interrupt
			     );
wire[9:0]  address;
wire[17:0]  instruction;
wire[7:0]  port_id;
wire[7:0]  out_port;
reg[7:0]  in_port;
wire  write_strobe;
wire  read_strobe;
reg  interrupt;
wire  interrupt_ack;
wire  kcpsm3_reset;
pacoblaze3 led_8seg_kcpsm
(
                  .address(address),
               .instruction(instruction),
                   .port_id(port_id),
              .write_strobe(write_strobe),
                  .out_port(out_port),
               .read_strobe(read_strobe),
                   .in_port(in_port),
                 .interrupt(interrupt),
             .interrupt_ack(interrupt_ack),
                     .reset(kcpsm3_reset),
                       .clk(clk));
 wire [19:0] raw_instruction;
	pacoblaze_instruction_memory 
	pacoblaze_instruction_memory_inst(
     	.addr(address),
	    .outdata(raw_instruction)
	);
	always @ (posedge clk)
	begin
	      instruction <= raw_instruction[17:0];
	end
    assign kcpsm3_reset = 0;                       
 always @ (posedge clk or posedge interrupt_ack)   
 begin
      if (interrupt_ack)  
            interrupt <= 0;
      else
		begin 
		      if (external_interrupt)    
      		      interrupt <= 1;
          		else
		            interrupt <= interrupt;
      end
 end
 always @ (posedge clk)
 begin
    case (port_id[7:0])
        8'h0:    in_port <= input_data;
        default: in_port <= 8'bx;
    endcase
end
  always @ (posedge clk)
  begin
        if (write_strobe & port_id[7])   
          led <= out_port;
        if (write_strobe & port_id[6])   
          blink_led <= out_port[1:0];   
  end
endmodule
module blockram(
	clk, rst,
	enb, wen, addr, din, dout
);
parameter width = 8, depth = 10, size = 1<<depth;
input clk, rst, enb, wen;
input [depth-1:0] addr;
input [width-1:0] din;
output reg [width-1:0] dout;
reg [width-1:0] ram[0:size-1];
always @(posedge clk)
	if (rst) dout <= 'hx;  
	else if (enb)
		if (wen) ram[addr] <= din;
		else dout <= ram[addr];
endmodule

==> out/results.txt <==
WP depth -> 17
cell mode on critical path -> buf_4
Slew @ Worst Pin -> 1.39 ns
Overflow after GRT -> 0
clock slew at reported path FFs -> 0.06 ns
Area Growth Syn to Fin -> 12.4%
cells along the critical path -> buf_16 -> buf_4 -> buf_4 -> buf_4 -> buf_4 -> buf_4 -> buf_4 -> buf_4 -> buf_4 -> mux2i_1 -> o22ai_1 -> nor4_1 -> buf_4 -> a31oi_1 -> nand4_1 -> and3_1 -> nand4b_1
MaxCap Viol Count -> 0
FF-to-FF path depth -> 7
max incr delay on CP -> 1.02 ns
# setup viols final -> 0
CTS H-tree depth -> 6
IO Pins -> 30
Worst Path Buf+Inv -> 10
Die Wd -> 892 um
fin crit period -> 14.60 ns
yosys synthesis chip area -> 0.317 mm2
total global routing track utilization -> 0.250
Leak Pwr -> 115 nW
share of cells above drive strength 1 -> 0.145
Core Footprint -> 0.788 mm2
cts hold-fix bufs -> 0
Yosys reg bits -> 8200
Hold Path Class -> flop to flop
CTS Buffer Depth -> 4
maximum vdd drop -> 49.8 uV
Worst EP arrival -> 15.49 ns
WS Path Type -> primary input to flop
Num CTS Buffers -> 786
slowest CP cell -> nor4_1
Critical Path Sink Type -> flop
skew final -> 0.0825 ns
RePlAce Congestion -> 0.916
Ys Warns -> 1
fin. max-slew vios -> 0
first-iteration detailed-routing DRC count -> 11400
CP top delay family -> buffers and inverters
Worst EP required -> 39.09 ns
first-pass GRT wire length -> 1280000 um
initial antenna violation count -> 97
PortBufs -> 29
Synth Cell Area -> 0.317 mm2
RSZ-0062 raised after global routing -> false
CTS resizes -> 0
fmax -> 68.5 MHz
root buf cell -> clkbuf_16
Worst-Skew Late Latency -> 1.17 ns
Vias -> 163000
Die Height -> 892 um
CP startpoint kind -> primary input
Distinct lib cells used -> 77
Post-CTS Setup Repair Bufs -> 0
number of global-route vias before repair -> 171000
Final TNS setup -> 0 ns
hold slack -> 1.26 ns
cell total in the yosys stat output -> 16800
ys async rst share -> 0
post-synthesis cell count -> 16800
post-DR vias/cell -> 5.69
Fillers -> 65200
per-cell routed wire length -> 32.0 um
most used flip-flop cell -> edfxtp_1
DRC Markers -> 0
cycle use final -> 0.382
WHS Path Cells -> 7
pwr/cell area -> 50.9 mW/mm2
hpwl dp -> 568000 um
tool warnings -> 56
Final Hold Fails -> 0
worst relative slew slack -> 0.0730
post-route ant nets -> 0
number of enable flip-flop cells -> 8200
Detailed Route WL -> 915000 um
Num Clock Sinks -> 8200
Die Footprint -> 0.795 mm2
CTS tree -> done
critical-path maximum fanout -> 76
Seq/Total Area, Yosys -> 0.778
Floorplan Utilization -> 0.401
drt pass-1 iters -> 7
Row Count -> 326
status -> finished clean
Mean Syn Cell Area -> 18.9 um2
largest net degree at the start of global routing -> 129
[Yosys cell counts (56+ instances only)]
library cell	number	area, um2
a31oi_1	56	350
nand2_1	249	935
nor4_1	241	1510
edfxtp_1	8200	246000
buf_2	480	2400
mux4_2	694	15600
a211oi_1	70	526
nor3_1	145	726
clkbuf_1	425	1600
nand3_1	145	726
o21ai_0	214	1070
mux2i_1	2701	27000
a22oi_1	181	1360
o22ai_1	1130	7070
nor2_1	1301	4880
buf_1	96	360
[where the power goes]
group	switching [mW]	total, mW	internal [mW]
Sequential	0.00992	9.91	9.90
Clock	3.34	7.40	4.06
Combinational	0.572	0.812	0.239
Total	3.92	18.1	14.2
[cells in the final DEF (no fill, tap or decap), drive strengths merged, types with 7 or more instances in the layout]
cell type      count
o22a               7
a22oi            181
a32o               7
nor4             242
nand3b            12
clkinv           382
a2111oi            8
mux2i           2701
bufinv            36
a311oi             9
a21oi             21
o22ai           1130
buf              745
clkinvlp          10
nand3            145
a31oi             56
or3               20
nor2            1301
a22o              36
o31ai              7
o211ai            19
clkdlybuf4s50     11
nand4b            11
a221oi            10
diode            200
o221ai            15
o21a              12
o2111ai           25
o21ai            214
and4b              7
clkbuf           981
inv               23
nor3             145
mux4             702
and3               9
edfxtp          8200
nand2            249
nand4             33
a211oi            76
mux2              20
[per-stage QoR]
stage | util | instances | power (mW) | cell area (um2) | setup WS, ns
floorplan | - | 16800 | 10.5 | 317000 | 27.86
global placement | 0.420 | 26900 | 10.9 | 331000 | 21.19
detailed placement | 0.420 | 27000 | 10.9 | 331000 | 22.44
CTS | 0.451 | 28400 | 18.2 | 355000 | 23.69
global route | 0.451 | 28400 | 18.6 | 356000 | 23.21
finish | 0.451 | 28600 | 18.1 | 356000 | 23.60
[layer usage]
| metal | vias up | track usage | routed length (um) |
|---|---|---|---|
| li1 | 69500 | - | - |
| met1 | 81800 | 0.289 | 289000 |
| met2 | 9498 | 0.345 | 409000 |
| met3 | 1651 | 0.218 | 178000 |
| met4 | 134 | 0.0838 | 37000 |
| met5 | - | 0.0135 | 1830 |
[registers in the layout, indices dropped and copies added (netlist names)]
signal	cells
dout	8
ram	8192
[logic make-up after synthesis]
| logic type | Yosys count | synth area share |
|---|---|---|
| flip-flops | 8200 | 0.778 |
| AND/OR/NAND/NOR | 2218 | 0.0310 |
| multiplexers | 3423 | 0.136 |
| buffers and inverters | 1088 | 0.0165 |
| AND-OR/OR-AND | 1858 | 0.0384 |
[tightest hold or removal path, delay by kind of cell, from the launching register on]
kind | cells | cell delay, ns
DFF | 1 | 0.32
muxes | 1 | 0.06
AOI/OAI and AO/OA | 1 | 0.13
and+or+nand+nor | 5 | 0.64
[path summary, 6_finish.rpt]
kind,from,to,slack [ns]
max,addr[1],dout[4]$_DFFE_PP_,23.60
min,ram[312][3]$_DFFE_PP_,dout[3]$_DFFE_PP_,1.26
max reg2reg,ram[743][0]$_DFFE_PP_,dout[0]$_DFFE_PP_,34.12
min reg2reg,ram[312][3]$_DFFE_PP_,dout[3]$_DFFE_PP_,1.26
[final cells by class]
class	count	area (um2)	share of cell area
clock buffer	980	20500	0.0577
multi-input combinational	7499	65600	0.184
timing repair buffer	757	6230	0.0175
antenna	200	500	0.00141
tap	10500	13100	0.0369
clock inverter	448	3680	0.0103
sequential	8200	246000	0.692
inverter	3	12.5	0.0000352
Power and IR drop assume default switching activity.
