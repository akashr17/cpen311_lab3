$ cat ./run.sh
#!/bin/bash
# OpenROAD 26Q1-2900-gdf79404cd8, Yosys 0.63+post, stock flow scripts
make -C /OpenROAD-flow-scripts/flow DESIGN_CONFIG=/design/flow/config.mk WORK_HOME=/design/flow/orfs finish
$ cat ./config.mk
export PLATFORM = sky130hd
export DESIGN_NAME = addsub2
export DESIGN_NICKNAME = addsub2
export VERILOG_FILES = /design/flow/design.v
export SDC_FILE = /design/flow/constraint.sdc
export NUM_CORES = 4
export LEC_CHECK = 1
export CORE_AREA = 10 10 80 80
export DIE_AREA = 0 0 90 90
$ cat ./constraint.sdc
current_design addsub2

set clk_period 12.4
set clk_io_pct 0.2

create_clock -name clk0 -period $clk_period

set non_clock_inputs [all_inputs -no_clocks]
set_input_delay [expr $clk_period * $clk_io_pct] -clock clk0 $non_clock_inputs
set_output_delay [expr $clk_period * $clk_io_pct] -clock clk0 [all_outputs]
$ cat ./design.v
`default_nettype none
module 
picoblaze_template
#(
parameter clk_freq_in_hz = 50000000
) (
				output reg[7:0] led,
				output wire [1:0] blink_led,
				input clk,
				input [7:0] input_data,
				input external_interrupt
			     );
wire[9:0]  address;
wire[17:0]  instruction;
wire[7:0]  port_id;
wire[7:0]  out_port;
reg[7:0]  in_port;
wire  write_strobe;
wire  read_strobe;
reg  interrupt;
wire  interrupt_ack;
wire  kcpsm3_reset;
pacoblaze3 led_8seg_kcpsm
(
                  .address(address),
               .instruction(instruction),
                   .port_id(port_id),
              .write_strobe(write_strobe),
                  .out_port(out_port),
               .read_strobe(read_strobe),
                   .in_port(in_port),
                 .interrupt(interrupt),
             .interrupt_ack(interrupt_ack),
                     .reset(kcpsm3_reset),
                       .clk(clk));
 wire [19:0] raw_instruction;
	pacoblaze_instruction_memory 
	pacoblaze_instruction_memory_inst(
     	.addr(address),
	    .outdata(raw_instruction)
	);
	always @ (posedge clk)
	begin
	      instruction <= raw_instruction[17:0];
	end
    assign kcpsm3_reset = 0;                       
 always @ (posedge clk or posedge interrupt_ack)   
 begin
      if (interrupt_ack)  
            interrupt <= 0;
      else
		begin 
		      if (external_interrupt)    
      		      interrupt <= 1;
          		else
		            interrupt <= interrupt;
      end
 end
 always @ (posedge clk)
 begin
    case (port_id[7:0])
        8'h0:    in_port <= input_data;
        default: in_port <= 8'bx;
    endcase
end
  always @ (posedge clk)
  begin
        if (write_strobe & port_id[7])   
          led <= out_port;
        if (write_strobe & port_id[6])   
          blink_led <= out_port[1:0];   
  end
endmodule
module addsub1(
	op, oc, y, a, b, c_in,
	c_out, h_out
);
input op, oc;  
output [16-1:0] y;
input [16-1:0] a, b;
input c_in;
output c_out;
output h_out;
wire [16/2-1:0] yh, yl;
wire [16/2-1:0]
	ah = a[16-1:16/2], al = a[16/2-1:0];
wire [16/2-1:0] bh, bl;
wire c =
	(!oc) ? 0 :
	(op) ? ~c_in : c_in;
wire d, e;
assign bh = (op) ? ~b[16-1:16/2] : b[16-1:16/2];
assign bl = (op) ? ~b[16/2-1:0] : b[16/2-1:0];
assign {d, yl} = al + bl + c;
assign {e, yh} = ah + bh + d;
assign h_out = (op) ? ~d : d;
assign c_out = (op) ? ~e : e;
assign y = {yh, yl};
endmodule
module addsub2(
	op, oc, y, yl, a, b, c_in,
	c_out, h_out
);
input op, oc;  
output [16-1:0] y;
input [16-1:0] a, b;
input c_in;
output c_out;
output h_out;
output [16/2-1:0] yl;
wire [16/2-1:0]
	al = a[16/2-1:0];
wire [16-1:0] bs;
wire [16/2-1:0] bl;
wire c =
	(!oc) ? 0 :
	(op) ? ~c_in : c_in;
wire d, e;
assign bl = (op) ? ~b[16/2-1:0] : b[16/2-1:0];
assign bs = (op) ? ~b : b;
assign {d, yl} = al + bl + c;
assign {e, y} = a + bs + c;
assign h_out = (op) ? ~d : d;
assign c_out = (op) ? ~e : e;
endmodule
==> flow_summary.json <==
{
  "outcome": "complete, no violations",
  "critPathMaxFanout": 19,
  "area_growth_pct": 63.94,
  "hold_viol_final": 0,
  "ys_seq_frac": 0,
  "chipWidth_um": 90,
  "log.warning_count": 32,
  "ios": 61,
  "gp_congestion": 0.7224,
  "max_freq_mhz": 114.0,
  "timing.final.crit_share": 0.7076,
  "drtAntennaViolNets": 0,
  "drtIter0Drc": 34,
  "yosys_area_um2": 978.4,
  "place_hpwl_um": 2678,
  "postCtsResizedCells": 0,
  "maxCapViolCount": 0,
  "crit_arrival_ns": 6.29,
  "grt_max_degree": 20,
  "die_area_um2": 8100,
  "fin_crit_ns": 8.775,
  "syn_area_per_cell_um2": 7.765,
  "num_rows": 25,
  "final_cells": 243,
  "diodes": 0,
  "synth_area_um2": 978.4,
  "wire_per_inst_um": 12.40,
  "p_leak_nw": 0.6857,
  "hold_path_class": "in2out",
  "start_kind": "input pin",
  "setup.worst_path.start": "op",
  "seqCellArea_um2": 0,
  "routed_wl_um": 3013,
  "grt_pass1_vias": 1062,
  "first_pass_iters": 2,
  "setup_tns_ns": 0,
  "synth_warnings": 0,
  "place_inst": 243,
  "crit_slowest_cell": "clkdlybuf4s50_1",
  "track_usage": 0.07247,
  "core_um2": 4723,
  "logic_area_um2": 890.9,
  "required_ns": 9.92,
  "seq_cells": 0,
  "ctsHoldBuffers": 0,
  "nFillCells": 514,
  "holdCritStartpoint": "a[0]",
  "crit_path_end_kind": "primary output",
  "antenna_found_initial": 0,
  "nClkBuffers": 0,
  "power_uw": 125.8,
  "fp_util": 0.2072,
  "grt_pass1_wl_um": 5085,
  "overflow": 0,
  "p_per_area_nw_per_um2": 78.45,
  "slew_headroom": 0.7219,
  "grt_setup_unrepaired": "false",
  "cpPeakStageDelay_ns": 0.47,
  "fp.dieH_um": 90,
  "viasPerCell": 4.185,
  "io_buffers": 61,
  "ir_worst_vdd_mv": 0.02342,
  "cts_setup_buffers": 0,
  "vias": 1017,
  "crit_type": "in2out",
  "route.detailed.drc": 0,
  "slew_viol_final": 0,
  "worst_pin_slew_ns": 0.4171,
  "syn_inst": 126,
  "ys_cells": 126,
  "synth_cell_types": 28,
  "drive_gt1_frac": 0.03977,
  "critical_path.cell_chain": "clkdlybuf4s50_1, buf_4, xor2_1, and2_1, fa_1, fa_1, a21o_1, a221oi_2, nor2_2, a221o_2, o31ai_2, xnor2_1, clkdlybuf4s50_1",
  "finalSetupViolCount": 0
}
final timing paths:
kind / to / slack [ns] / cells past startpoint
worst max-delay path: y[14] / 3.63 / 13
worst min-delay path: yl[0] / 6.10 / 3
Yosys cell counts, types with 2 or more instances:
library cell / n / share of area
o21ai_0: 8 / 0.041
and2_1: 2 / 0.013
xnor2_1: 11 / 0.098
nand2_1: 7 / 0.027
o21bai_1: 2 / 0.015
a211o_1: 2 / 0.018
a21o_1: 6 / 0.046
fa_1: 2 / 0.041
nand3_1: 6 / 0.031
clkbuf_1: 3 / 0.012
a21oi_1: 14 / 0.072
xor2_1: 22 / 0.20
ha_1: 15 / 0.19
a31oi_1: 3 / 0.019
inv_1: 3 / 0.012
buf_4: 8 / 0.061
cell families (layout without fill, tap and decap cells):
kind of cell,count (synthesis),in the layout,synth area share
AND-OR/OR-AND,42,42,0.2877
XOR/XNOR,33,33,0.2954
adder cells (fa/ha/maj),17,17,0.2327
buffers and inverters,15,65,0.08951
AND/OR/NAND/NOR,19,19,0.09464
metal layers:
layer | part of all wire | vias to the layer above | wire [um] | track usage
met3 | 0.079 | 0 | 238 | 0.02263
met5 | 0 | - | 0 | 0
met2 | 0.47 | 28 | 1420 | 0.1235
met1 | 0.45 | 446 | 1355 | 0.09305
li1 | - | 543 | - | -
met4 | 0 | 0 | 0 | 0
metrics by stage:
stage                     instance area (um^2)  setup WS [ns]    util  hold slack (ns)
after floorplan                          978.4          4.428       -            5.099
after global placement                    1604          3.668  0.3396            6.111
after detailed placement                  1604          3.593  0.3396            6.107
after CTS                                 1604          3.577  0.3396            6.112
after global routing                      1604          3.341  0.3396            6.158
final                                     1604          3.625  0.3396            6.102
final cells by class:
cell class | count | share of cell area
multi-input combinational | 111 | 0.5554
timing repair buffer | 62 | 0.3853
tap | 67 | 0.05226
inverter | 3 | 0.007020
critical path, delay by kind of cell:
family                     cells  cell delay [ns]
adders and majority gates      2             0.84
AOI/OAI and AO/OA              4             1.24
and+or+nand+nor                2             0.26
buffers and inverters          3             1.23
xor gates and xnor gates       2             0.25
layout by cell type (no fill, tap or decap), drive strengths merged, types with 2 or more instances in the layout:
| cell | instances |
|---|---|
| a211o | 2 |
| a21o | 6 |
| a21oi | 14 |
| a31oi | 3 |
| and2 | 2 |
| clkdlybuf4s50 | 61 |
| fa | 2 |
| ha | 15 |
| inv | 3 |
| nand2 | 7 |
| nand3 | 6 |
| nor2 | 2 |
| o21ai | 8 |
| o21bai | 2 |
| o31ai | 2 |
| xnor2 | 11 |
| xor2 | 22 |
report_power, final:
part / switching [mW] / total, mW / internal, mW
logic: 0.0441 / 0.126 / 0.0817
registers: 0 / 0 / 0
clock network: 0 / 0 / 0
